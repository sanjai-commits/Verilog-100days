## flow/constraint.sdc

```tcl
current_design overflow

set clk_period 5.9
set clk_io_pct 0.2

create_clock -name clk0 -period $clk_period

set non_clock_inputs [all_inputs -no_clocks]
set_input_delay [expr $clk_period * $clk_io_pct] -clock clk0 $non_clock_inputs
set_output_delay [expr $clk_period * $clk_io_pct] -clock clk0 [all_outputs]
```

## flow/config.mk

```make
export PLATFORM = sky130hd
export DESIGN_NAME = overflow
export DESIGN_NICKNAME = overflow
export VERILOG_FILES = /design/flow/design.v
export SDC_FILE = /design/flow/constraint.sdc
export NUM_CORES = 4
export LEC_CHECK = 1
export CORE_AREA = 10 10 70 70
export DIE_AREA = 0 0 80 80
```

## flow/run.sh

```bash
#!/bin/bash
# OpenROAD 26Q1-2900-gdf79404cd8, Yosys 0.63+post, stock flow scripts
make -C /OpenROAD-flow-scripts/flow DESIGN_CONFIG=/design/flow/config.mk WORK_HOME=/design/flow/orfs finish
```

## flow/design.v

```verilog
module overflow (
    input [7:0] a,
    input [7:0] b,
    output [7:0] s,
    output overflow
);  
    assign s = a+b;
    assign overflow =(~a[7] & ~b[7] & s[7]) | (a[7] & b[7] & ~s[7]);
endmodule
```

==> out/qor.txt <==
met2 GRT Util: 3.852%
fp_density: 9.707%
Mapped Cells: 43
register share after synthesis: 0%
dominant logic cell types in the final layout: clkdlybuf4s50_1, inv_1, ha_1, xnor2_1
crit-path cells: clkdlybuf4s50_1 > ha_1 > inv_1 > fa_1 > nor2b_1 > o21ai_0 > a21boi_0 > nor4_1 > a311o_1 > clkdlybuf4s50_1
Slew headroom: 79.01%
yosys synthesis chip area: 331.6 um2
drt first pass iters: 4
minimum clock period: 4.862 ns
most frequent CP cell: clkdlybuf4s50_1
crit share post-route: 82.41%
vias in the first global route: 372
flop count: 0
unrepaired setup endpoints after global routing: false
DR iter-0 viols: 4
endpoints failing setup: 0
Crit-path slowest cell: clkdlybuf4s50_1
Synth Cell Area: 331.6 um2
grt ovf: 0
Chip Height: 80 um
number of cells on the critical path: 10
Post-DP HPWL: 1.037 mm
min-delay worst type: input port to output port
Dominant cell area share: 33.96%
Slew Viols, Final: 0
Diodes inserted: 0
distinct cell type count after synthesis: 20
Worst Path Arrival: 3.68 ns
crit path kind: input port to output port
hold_buf cts: 0
YS warnings: 0
Final Total Pwr: 0.00006169 W
syn avg cell area: 7.711 um2
crit end category: output port
worst-margin pin slew: 0.3121 ns
met1 Usage GRT: 4.705%
setup ws final: 1.038 ns
Setup crit start: a[0]
Final Hold Fails: 0
Peak VDD IR: 30.81 uV
Achievable Freq: 205.7 MHz
crit path capture: s[6]
Crit path required time: 4.72 ns
fraction of layout cells with a size suffix above 1: 1.471%
Die Wd: 80 um
clock buffers: 0
total negative slack: 0 ns
largest net degree at the start of global routing: 6
initial antenna violation count: 0
Cell area leaders: ha_1, inv_1, xnor2_1, fa_1, a21o_1
post-route ant nets: 0
synthesis-to-finish area growth: 92.83%
crit-path max FO: 3
Placer Congestion: 0.8096
Via density: 3.360
first-pass GRT wire length: 1.676 mm
Routed WL: 1.103 mm
Residual DRC: 0
P_leak: 0.2767 nW
Commonest Layout Cell: clkdlybuf4s50_1
Setup crit start kind: input port
Placeable Area: 3416 um2
# Max-Cap Violations: 0
post-synth top area cell: ha_1
GR peak layer: met1
vias post-DR: 383
yosys cell count: 43
Buf/Inv on CP: 3
# port buffers: 25
critical path's top delay family: buffers and inverters
status: finished, final reports clean
post-place setup slack: 1.029 ns
met3 Use GR: 1.818%
Hold Startpoint: b[0]
I/O pin total: 25
Global Route Usage Sum: 3.123%
Post-CTS Setup Bufs: 0
register area: 0 um2
post-CTS sizing: 0
Cell Rows: 21
Die Area: 6400 um2
peak per-stage delay on the critical path: 0.46 ns
Tool Warnings: 33
DR WL/cell: 9.675 um
Power Density: 96.49 nW/um2
per-layer routing:
metal  wire (um)  part of all wire, %  up-vias
met4           0                    0        0
met3         195                   18        0
met5           0                    0        -
met2         302                   27       24
met1         605                   55      152
li1            -                    -      207
worst min-delay path by stage:
stage,depth (start not counted),endpoint
6_report,3,s[0]
5_1_grt,3,s[0]
4_1_cts,3,s[0]
synth_stat cells, drive strengths merged, types with 2 or more instances:
| master | count |
|---|---|
| ha | 9 |
| a21o | 2 |
| inv | 9 |
| nor2 | 2 |
| xnor2 | 3 |
| a31oi | 2 |
| o21ai | 3 |
| a21oi | 2 |
power by group:
part	total (W)	switching [W]	internal [W]	leakage, nW
Combinational	0.0000617	0.0000207	0.0000410	0.277
Sequential	0	0	0	0
Clock	0	0	0	0
stage by stage:
stage          hold slack, ns  cell area [um2]  cells  util, %
2_1_floorplan           2.432            331.6     43        -
3_5_place_dp            3.400            639.4    114    18.72
6_report                3.395            639.4    114    18.72
5_1_grt                 3.437            639.4    114    18.72
4_1_cts                 3.410            639.4    114    18.72
3_3_place_gp            3.392            639.4    114    18.72
worst min-delay path: cells and delay by family:
kind,cells,cell delay [ns]
buffers and inverters,2,0.92
adders and majority gates,1,0.12
kinds of logic after synthesis:
family | after synthesis | share of synthesized area [%]
and+or+nand+nor | 6 | 8.680
adders and majority gates | 10 | 40.00
muxes | 1 | 3.396
xor gates and xnor gates | 4 | 10.57
buffers and inverters | 9 | 10.19
AOI/OAI and AO/OA | 13 | 27.17
cell type report:
type	instances	area, um2
Fill cell	390	2776
Timing Repair Buffer	25	250.2
Tap cell	46	57.56
Multi-Input combinational cell	34	297.8
Inverter	9	33.78
Power and IR drop assume default switching activity.
